$ cat config.mk
export PLATFORM = sky130hd
export DESIGN_NAME = stopwatch
export DESIGN_NICKNAME = stopwatch
export VERILOG_FILES = /design/flow/design.v
export SDC_FILE = /design/flow/constraint.sdc
export NUM_CORES = 4
export LEC_CHECK = 1
export CORE_UTILIZATION = 30
$ cat constraint.sdc
current_design stopwatch

set clk_period 6.7
set clk_io_pct 0.2

create_clock -name clk0 -period $clk_period [get_ports {clkIn}]

set non_clock_inputs [all_inputs -no_clocks]
set_input_delay [expr $clk_period * $clk_io_pct] -clock clk0 $non_clock_inputs
set_output_delay [expr $clk_period * $clk_io_pct] -clock clk0 [all_outputs]
$ cat design.v
module mux_controller
  #(
    parameter INPUT_COUNT      = 8,
    parameter INPUT_DATA_WIDTH = 4,
    parameter CLK_FREQUENCY    = 100000000,  
    parameter REFRESH_RATE     = 1)         
  (
    input clkIn,
    input rstIn,
    input [INPUT_DATA_WIDTH-1:0] channe0In,
    input [INPUT_DATA_WIDTH-1:0] channe1In,
    input [INPUT_DATA_WIDTH-1:0] channe2In,
    input [INPUT_DATA_WIDTH-1:0] channe3In,
    input [INPUT_DATA_WIDTH-1:0] channe4In,
    input [INPUT_DATA_WIDTH-1:0] channe5In,
    input [INPUT_DATA_WIDTH-1:0] channe6In,
    input [INPUT_DATA_WIDTH-1:0] channe7In,
    output [$clog2(INPUT_COUNT)-1:0] selOut,
    output reg [INPUT_DATA_WIDTH-1:0] channelOut);
  localparam REFRESH_COUNT = CLK_FREQUENCY / REFRESH_RATE;
  integer cnt;
  reg [$clog2(INPUT_COUNT)-1:0] channelSel;
  assign selOut = channelSel;
  always @ (posedge clkIn) begin
    if (rstIn == 1'b1) begin
      channelSel <= 0;
      cnt        <= 0;
    end
    else begin
      if (cnt == REFRESH_COUNT-1) begin
        channelSel <= channelSel + 1;
        cnt <= 0;
      end
      else begin
        cnt <= cnt + 1;
      end
    end
  end
  always @ (posedge clkIn) begin
    if (rstIn == 1'b1) begin
      channelOut <= 0;
    end
    else begin
      case (channelSel)
        0 : channelOut <= channe0In;
        1 : channelOut <= channe1In;
        2 : channelOut <= channe2In;
        3 : channelOut <= channe3In;
        4 : channelOut <= channe4In;
        5 : channelOut <= channe5In;
        6 : channelOut <= channe6In;
        7 : channelOut <= channe7In;
        default : channelOut <= 0;
      endcase
    end
  end
endmodule
module seven_seg_display 
  #(
    parameter DIGIT_COUNT = 8,  
    parameter DP_SEG_EN  = 1'b0,
    parameter ACTIVE_LOW = 1'b1)
  (
    input clkIn,
    input rstIn,
    input [$clog2(DIGIT_COUNT)-1:0] selIn,
    input [3:0] bcdIn,
    output reg [DIGIT_COUNT-1:0] aSegOut,
    output [7:0] cSegOut);
  reg [6:0] ledSeg;
  integer i;
  always @ (posedge clkIn) begin
    for (i = 0; i < DIGIT_COUNT; i = i + 1) begin
      if (i == selIn) begin
        aSegOut[i] = 1'b1 ^ ACTIVE_LOW;
      end
      else begin
        aSegOut[i] = 1'b0 ^ ACTIVE_LOW;
      end
    end
  end
  always @ (posedge clkIn) begin
    if (rstIn == 1'b1) begin
      ledSeg <= 7'b0000000;
    end
    else begin
      case (bcdIn)
        0 : ledSeg <= 7'b0111111;
        1 : ledSeg <= 7'b0000110;
        2 : ledSeg <= 7'b1011011;
        3 : ledSeg <= 7'b1001111;
        4 : ledSeg <= 7'b1100110;
        5 : ledSeg <= 7'b1101101;
        6 : ledSeg <= 7'b1111101;
        7 : ledSeg <= 7'b0000111;
        8 : ledSeg <= 7'b1111111;
        9 : ledSeg <= 7'b1100111;
        default : ledSeg <= 7'b0000000;
      endcase
    end
  end
  assign cSegOut = (ACTIVE_LOW == 1'b1) ? ~{DP_SEG_EN, ledSeg} : {DP_SEG_EN, ledSeg};
endmodule
module stopwatch (
  input clkIn,
  input rstIn,
  input btnRunIn,
  input btnPauseIn,
  input btnClearIn,
  output [7:0] aSegOut,
  output [7:0] cSegOut);
  wire enCounter;
  wire clrCounter;
  wire [3:0] milliBcdOne;
  wire [3:0] milliBcdTen;
  wire [3:0] milliBcdHundred;
  wire [3:0] secondBcdOne;
  wire [3:0] secondBcdTen;
  wire [3:0] minuteBcdOne;
  wire [3:0] minuteBcdTen;
  wire [3:0] hourBcdOne;
  wire [3:0] muxSelData;
  wire [2:0] muxSel;
  stopwatch_fsm FSM (
    .clkIn(clkIn),
    .rstIn(rstIn),
    .btnRunIn(btnRunIn),
    .btnPauseIn(btnPauseIn),
    .btnClearIn(btnClearIn),
    .enCounterOut(enCounter),
    .clrCounterOut(clrCounter));
  stopwatch_counter COUNTER (
    .clkIn(clkIn),
    .rstIn(rstIn),
    .enCounterIn(enCounter),
    .clrCounterIn(clrCounter),
    .milliBcdOneOut(milliBcdOne),
    .milliBcdTenOut(milliBcdTen),
    .milliBcdHundredOut(milliBcdHundred),
    .secondBcdOneOut(secondBcdOne),
    .secondBcdTenOut(secondBcdTen),
    .minuteBcdOneOut(minuteBcdOne),
    .minuteBcdTenOut(minuteBcdTen),
    .hourBcdOneOut(hourBcdOne));
  mux_controller #(.REFRESH_RATE(480)) DATA_SEL_CONTROLLER (
    .clkIn(clkIn),
    .rstIn(rstIn),
    .channe0In(milliBcdOne),
    .channe1In(milliBcdTen),
    .channe2In(milliBcdHundred),
    .channe3In(secondBcdOne),
    .channe4In(secondBcdTen),
    .channe5In(minuteBcdOne),
    .channe6In(minuteBcdTen),
    .channe7In(hourBcdOne),
    .selOut(muxSel),
    .channelOut(muxSelData));
  seven_seg_display SSEG_CONTROLLER (
    .clkIn(clkIn),
    .rstIn(rstIn),
    .selIn(muxSel),
    .bcdIn(muxSelData),
    .aSegOut(aSegOut),
    .cSegOut(cSegOut));
endmodule
module stopwatch_counter
  (
    input clkIn,
    input rstIn,
    input enCounterIn,
    input clrCounterIn,
    output reg [3:0] milliBcdOneOut,
    output reg [3:0] milliBcdTenOut,
    output reg [3:0] milliBcdHundredOut,
    output reg [3:0] secondBcdOneOut,
    output reg [3:0] secondBcdTenOut,
    output reg [3:0] minuteBcdOneOut,
    output reg [3:0] minuteBcdTenOut,
    output reg [3:0] hourBcdOneOut);
  localparam UPDATE_COUNT = 100000000 / 1000;
  reg incrMilliBcdOneCnt;
  reg incrMilliBcdTenCnt;
  reg incrMilliBcdHundredCnt;
  reg incrSecondBcdOneCnt;
  reg incrSecondBcdTenCnt;
  reg incrMinuteBcdOneCnt;
  reg incrMinuteBcdTenCnt;
  reg incrHourBcdOneCnt;
  integer cnt;
  always @ (posedge clkIn) begin
    if (rstIn == 1'b1 || clrCounterIn == 1'b1) begin
      cnt <= 0;
      incrMilliBcdOneCnt <= 1'b0;
    end
    else begin
      incrMilliBcdOneCnt <= 1'b0;
      if (cnt == UPDATE_COUNT-1) begin
        incrMilliBcdOneCnt <= 1'b1;
        cnt <= 0;
      end
      else begin
        if (enCounterIn == 1'b1) begin
          cnt <= cnt + 1;
        end
      end
    end
  end
  always @ (posedge clkIn) begin
    if (rstIn == 1'b1 || clrCounterIn == 1'b1) begin
      milliBcdOneOut     <= 0;
      incrMilliBcdTenCnt <= 1'b0;
    end
    else begin
      incrMilliBcdTenCnt <= 1'b0;
      if (milliBcdOneOut == 10) begin
        incrMilliBcdTenCnt <= 1'b1;
        milliBcdOneOut <= 0;
      end
      else begin
        if (incrMilliBcdOneCnt == 1'b1) begin
          milliBcdOneOut <= milliBcdOneOut + 1;
        end
      end
    end
  end
  always @ (posedge clkIn) begin
    if (rstIn == 1'b1 || clrCounterIn == 1'b1) begin
      milliBcdTenOut     <= 0;
      incrMilliBcdHundredCnt <= 1'b0;
    end
    else begin
      incrMilliBcdHundredCnt <= 1'b0;
      if (milliBcdTenOut == 10) begin
        incrMilliBcdHundredCnt <= 1'b1;
        milliBcdTenOut <= 0;
      end
      else begin
        if (incrMilliBcdTenCnt == 1'b1) begin
          milliBcdTenOut <= milliBcdTenOut + 1;
        end
      end
    end
  end
  always @ (posedge clkIn) begin
    if (rstIn == 1'b1 || clrCounterIn == 1'b1) begin
      milliBcdHundredOut     <= 0;
      incrSecondBcdOneCnt <= 1'b0;
    end
    else begin
      incrSecondBcdOneCnt <= 1'b0;
      if (milliBcdHundredOut == 10) begin
        incrSecondBcdOneCnt <= 1'b1;
        milliBcdHundredOut <= 0;
      end
      else begin
        if (incrMilliBcdHundredCnt == 1'b1) begin
          milliBcdHundredOut <= milliBcdHundredOut + 1;
        end
      end
    end
  end
  always @ (posedge clkIn) begin
    if (rstIn == 1'b1 || clrCounterIn == 1'b1) begin
      secondBcdOneOut     <= 0;
      incrSecondBcdTenCnt <= 1'b0;
    end
    else begin
      incrSecondBcdTenCnt <= 1'b0;
      if (secondBcdOneOut == 10) begin
        incrSecondBcdTenCnt <= 1'b1;
        secondBcdOneOut <= 0;
      end
      else begin
        if (incrSecondBcdOneCnt == 1'b1) begin
          secondBcdOneOut <= secondBcdOneOut + 1;
        end
      end
    end
  end
  always @ (posedge clkIn) begin
    if (rstIn == 1'b1 || clrCounterIn == 1'b1) begin
      secondBcdTenOut     <= 0;
      incrMinuteBcdOneCnt <= 1'b0;
    end
    else begin
      incrMinuteBcdOneCnt <= 1'b0;
      if (secondBcdTenOut == 6) begin
        incrMinuteBcdOneCnt <= 1'b1;
        secondBcdTenOut <= 0;
      end
      else begin
        if (incrSecondBcdTenCnt == 1'b1) begin
          secondBcdTenOut <= secondBcdTenOut + 1;
        end
      end
    end
  end
  always @ (posedge clkIn) begin
    if (rstIn == 1'b1 || clrCounterIn == 1'b1) begin
      minuteBcdOneOut     <= 0;
      incrMinuteBcdTenCnt <= 1'b0;
    end
    else begin
      incrMinuteBcdTenCnt <= 1'b0;
      if (minuteBcdOneOut == 10) begin
        incrMinuteBcdTenCnt <= 1'b1;
        minuteBcdOneOut <= 0;
      end
      else begin
        if (incrMinuteBcdOneCnt == 1'b1) begin
          minuteBcdOneOut <= minuteBcdOneOut + 1;
        end
      end
    end
  end
  always @ (posedge clkIn) begin
    if (rstIn == 1'b1 || clrCounterIn == 1'b1) begin
      minuteBcdTenOut     <= 0;
      incrHourBcdOneCnt <= 1'b0;
    end
    else begin
      incrHourBcdOneCnt <= 1'b0;
      if (minuteBcdTenOut == 6) begin
        incrHourBcdOneCnt <= 1'b1;
        minuteBcdTenOut <= 0;
      end
      else begin
        if (incrMinuteBcdTenCnt == 1'b1) begin
          minuteBcdTenOut <= minuteBcdTenOut + 1;
        end
      end
    end
  end
  always @ (posedge clkIn) begin
    if (rstIn == 1'b1 || clrCounterIn == 1'b1) begin
      hourBcdOneOut <= 0;
    end
    else begin
      if (hourBcdOneOut == 10) begin
        hourBcdOneOut <= 0;
      end
      else begin
        if (incrHourBcdOneCnt == 1'b1) begin
          hourBcdOneOut <= hourBcdOneOut + 1;
        end
      end
    end
  end
endmodule
module stopwatch_fsm
  (
    input clkIn,
    input rstIn,
    input btnRunIn,
    input btnPauseIn,
    input btnClearIn,
    output reg enCounterOut,
    output reg clrCounterOut);
    parameter IDLE  = 4'b0001;
    parameter RUN   = 4'b0010;
    parameter PAUSE = 4'b0100;
    parameter CLEAR = 4'b1000;
    reg [3:0] state;
  always @ (posedge clkIn) begin
    if (rstIn == 1'b1) begin
      state         <= IDLE;
      enCounterOut  <= 1'b0;
      clrCounterOut <= 1'b0;
    end
    else begin
      case (state)
        IDLE:
          begin
            enCounterOut  <= 1'b0;
            clrCounterOut <= 1'b0;
            if (btnRunIn == 1'b1) begin
              state <= RUN;
            end
            else if (btnClearIn == 1'b1) begin
              state <= CLEAR;
            end
          end
        RUN:
          begin
            enCounterOut  <= 1'b1;
            clrCounterOut <= 1'b0;
            if (btnPauseIn == 1'b1) begin
              state <= PAUSE;
            end
            else if (btnClearIn == 1'b1) begin
              state <= CLEAR;
            end
          end
        PAUSE:
          begin
            enCounterOut  <= 1'b0;
            clrCounterOut <= 1'b0;
            if (btnRunIn == 1'b1) begin
              state <= RUN;
            end
            else if (btnClearIn == 1'b1) begin
              state <= CLEAR;
            end
          end
        CLEAR:
          begin
            enCounterOut  <= 1'b0;
            clrCounterOut <= 1'b1;
            state <= IDLE;
          end
        default: state <= IDLE;
      endcase
    end
  end
endmodule
$ cat run.sh
#!/bin/bash
# OpenROAD 26Q1-2900-gdf79404cd8, Yosys 0.63+post, stock flow scripts
make -C /OpenROAD-flow-scripts/flow DESIGN_CONFIG=/design/flow/config.mk WORK_HOME=/design/flow/orfs finish
==> Slide: Implementation Results <==
Flow Results at a Glance

Detailed routing
  • Final WL: 11100 um
  • Antenna Nets Post-Route: 0
  • Met2 wire len: 4740 um
  • Met3 routed WL: 559 um
  • Via count: 4450
  • Iteration tally of the first detailed-router pass: 4
  • Residual DRC: 0
  • Starting DRT DRC Count: 291
  • Diodes inserted: 0
  • Vias per inst: 4.61
  • WL met1: 5720 um
  • Uppermost routed layer: met4
  • Per-cell routed wire length: 11.5 um

Power
  • Pwr Density: 254 mW/mm2
  • Leakage power: 2.47 nW
  • Maximum VDD drop: 0.137 mV

Clock network
  • Cts hold-fix bufs: 0
  • Clk ins delay skew pair: 410 ps
  • Total CTS buffers: 17
  • Root buf cell: clkbuf_16
  • CTS resizes: 0
  • CTS sink cnt: 132
  • Clk buf depth: 2
  • Clk slew on worst S/H paths: 60 ps
  • TritonCTS clock tree: yes
  • # H-tree levels: 4
  • Post-CTS Setup Repair Bufs: 0

Logic synthesis
  • Register share after synthesis: 0.448
  • Synth warn: 4
  • Largest logic family: simple AND/OR/NAND/NOR gates
  • Yosys chip area: 0.00590 mm2
  • EDFF count, synth: 0
  • Ys flop type: dfxtp_1
  • Top cells by area: dfxtp_1, nor2_1, ha_1
  • Syn avg cell area: 8.81 um2
  • Post-synth top area cell: dfxtp_1
  • Synth Register Bits: 132
  • Simple share: 0.253
  • Synth cell types: 45
  • Aoi share: 0.0520
  • Mapped Cells: 670
  • Mux cell area share after synthesis: 0.0165
  • Netlist Area Pre-Place: 0.00590 mm2
  • Ys async rst share: 0
  • XOR Share, Synth: 0.123
  • Adder Area Share: 0.0657
  • Ys cells: 670
  • Area share, top type: 0.448

Worst hold path
  • Tightest Hold Check Type: flop to flop

Global routing
  • Total global routing overflow: 0
  • Largest net degree at the start of global routing: 33
  • Total GRT Usage: 0.119
  • Initial antenna violation count: 0
  • Vias in the first global route: 4080
  • First-pass GRT wire length: 19400 um

Timing
  • FMAX: 387 MHz
  • Fin. max-slew vios: 0
  • Period minus WS final: 2580 ps
  • Setup TNS: 0 ps
  • Final worst clock skew: 4.62 ps
  • Slew margin rel.: 0.527
  • Final setup viols: 0
  • Final hold violation count: 0
  • RSZ-0062 raised after global routing: no
  • Period Utilization, post-route: 0.386
  • Hold_ws: 470 ps
  • Slew @ Worst Pin: 707 ps

Layout
  • Area delta synth->final: 17.9%
  • Final design instance area without fill: 0.00696 mm2
  • Number of fill cells: 1911
  • Layout cells sized above 1: 0.0722

Outcome
  • Outcome: completed

Place
  • Placed instance area: 0.00635 mm2
  • Count of buffers from port buffering: 19
  • DPL Wire Length: 7460 um
  • Gp weighted congestion: 0.821

Die
  • # rows: 50
  • Die width: 142 um
  • Die area: 0.0202 mm2
  • Floorplan Utilization: 0.310
  • CORE AREA: 0.0190 mm2
  • Die height: 142 um
  • I/O pin cnt: 21

Setup path
  • Maximum fanout along the worst path: 32
  • Crit path capture type: flop
  • Worst Path Arrival: 2870 ps
  • Worst path required time: 6980 ps
  • CP Launch Type: primary input
  • Crit Path Class: primary input to flop

Job
  • Maxcap violations: 0
  • Tool warning count: 43
==> layer usage <==
layer,vias up,track usage
li1,2313,-
met1,2061,0.186
met2,71,0.174
met3,5,0.0326
met4,0,0.0102
met5,-,0
==> registers in the layout (all words and copies together) (netlist names), 7 cells and up <==
signal and cells:
COUNTER.cnt 32, DATA_SEL_CONTROLLER.cnt 32, SSEG_CONTROLLER.aSegOut 8, SSEG_CONTROLLER.ledSeg 7
==> cell usage after synthesis, types with 3 or more instances <==
master	count
dfxtp_1	132
nor2_1	130
nand2_1	56
xor2_1	44
xnor2_1	39
inv_1	36
ha_1	31
nand4_1	29
nand3_1	26
nor3_1	15
nor4_1	15
clkbuf_1	12
a21oi_1	11
a211oi_1	9
and3_1	9
o21ai_0	8
nand3b_1	7
mux2_2	6
or3_1	5
a222oi_1	4
a41oi_1	4
or2_2	4
and2_1	3
buf_6	3
mux2i_1	3
nor4b_1	3
o22a_1	3
==> logic make-up after synthesis <==
| logic type | count (synthesis) |
|---|---|
| other | 1 |
| flip-flops | 132 |
| XOR/XNOR | 83 |
| adder cells (fa/ha/maj) | 31 |
| AND-OR/OR-AND | 45 |
| buffers and inverters | 56 |
| AND/OR/NAND/NOR | 313 |
| multiplexers | 9 |
==> critical path, stage by stage <==
cell and delay, ps:
clkdlybuf4s50_1 450, buf_4 260, nor2_1 130, buf_4 190
nand2b_1 70, buf_4 310, nor2_1 100
==> path summary, 6_finish.rpt <==
| path | start | to | slack, ps | cells past startpoint |
|---|---|---|---|---|
| max | rstIn | COUNTER.cnt[30] | 4120 | 7 |
| max reg2reg | COUNTER.cnt[0] | COUNTER.cnt[30] | 4340 | 7 |
| min | FSM.state[1] | FSM.enCounterOut | 470 | 1 |
| min reg2reg | FSM.state[1] | FSM.enCounterOut | 470 | 1 |
==> cell usage in the layout, fill, tap and decap left out, types with 5 or more instances in the layout <==
master,count
a211oi_1,9
a21oi_1,11
and3_1,9
buf_4,5
clkbuf_16,17
clkdlybuf4s50_1,19
dfxtp_1,132
ha_1,31
inv_1,36
mux2_2,6
nand2_1,56
nand3_1,26
nand3b_1,7
nand4_1,29
nor2_1,130
nor3_1,15
nor4_1,15
o21ai_0,8
or3_1,5
xnor2_1,39
xor2_1,44
==> area by class of cell <==
| cell class | count | area, um2 | share of cell area |
|---|---|---|---|
| Clock buffer | 19 | 453 | 0.0651 |
| Clock inverter | 13 | 158 | 0.0227 |
| Inverter | 36 | 135 | 0.0194 |
| Multi-Input combinational cell | 482 | 3020 | 0.433 |
| Sequential cell | 132 | 2640 | 0.380 |
| Tap cell | 260 | 325 | 0.0468 |
| Timing Repair Buffer | 24 | 228 | 0.0327 |
==> power by group <==
part / switching (mW) / internal (mW) / leakage (nW) / total, mW
Clock: 0.337 / 0.602 / 0.291 / 0.939
Sequential: 0.00424 / 0.791 / 1.07 / 0.795
Combinational: 0.0205 / 0.0130 / 1.12 / 0.0336
==> through the flow <==
step	util	instances	power (mW)	setup WS, ps
final	0.366	966	1.77	4120
after global routing	0.366	966	1.83	4010
after CTS	0.366	966	1.79	4110
after detailed placement	0.334	934	0.846	3690
after global placement	0.334	934	0.846	3730
after floorplan	-	670	0.833	4480
Power figures rest on the tool's default switching activity, not on a simulated workload.
